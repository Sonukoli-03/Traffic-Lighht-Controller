==> design.v <==
`timescale 1ns / 1ps
module Traffic_Light_Controller(
    input clk,
    input rst,
    output reg [2:0] light_M1,
    output reg [2:0] light_S,
    output reg [2:0] light_MT,
    output reg [2:0] light_M2
);
    parameter S1 = 0, S2 = 1, S3 = 2, S4 = 3, S5 = 4, S6 = 5;
    reg [3:0] count;     
    reg [2:0] ps;        
    parameter sec7 = 7,
              sec5 = 5,
              sec2 = 2,
              sec3 = 3;
    always @(posedge clk or posedge rst) begin
        if (rst) begin
            ps <= S1;
            count <= 0;
        end 
        else begin
            case (ps)
                S1: if (count < sec7)
                        count <= count + 1;
                    else begin
                        ps <= S2;
                        count <= 0;
                    end
                S2: if (count < sec2)
                        count <= count + 1;
                    else begin
                        ps <= S3;
                        count <= 0;
                    end
                S3: if (count < sec5)
                        count <= count + 1;
                    else begin
                        ps <= S4;
                        count <= 0;
                    end
                S4: if (count < sec2)
                        count <= count + 1;
                    else begin
                        ps <= S5;
                        count <= 0;
                    end
                S5: if (count < sec3)
                        count <= count + 1;
                    else begin
                        ps <= S6;
                        count <= 0;
                    end
                S6: if (count < sec2)
                        count <= count + 1;
                    else begin
                        ps <= S1;
                        count <= 0;
                    end
                default: ps <= S1;
            endcase
        end
    end
    always @(ps) begin
        case (ps)
            S1: begin
                light_M1 <= 3'b001;  
                light_M2 <= 3'b001;  
                light_MT <= 3'b100;  
                light_S  <= 3'b100;  
            end
            S2: begin
                light_M1 <= 3'b001;  
                light_M2 <= 3'b010;  
                light_MT <= 3'b100;  
                light_S  <= 3'b100;  
            end
            S3: begin
                light_M1 <= 3'b001;  
                light_M2 <= 3'b100;  
                light_MT <= 3'b001;  
                light_S  <= 3'b100;  
            end
            S4: begin
                light_M1 <= 3'b010;  
                light_M2 <= 3'b100;  
                light_MT <= 3'b010;  
                light_S  <= 3'b100;  
            end
            S5: begin
                light_M1 <= 3'b100;  
                light_M2 <= 3'b100;  
                light_MT <= 3'b100;  
                light_S  <= 3'b001;  
            end
            S6: begin
                light_M1 <= 3'b100;  
                light_M2 <= 3'b100;  
                light_MT <= 3'b100;  
                light_S  <= 3'b010;  
            end
            default: begin
                light_M1 <= 3'b000;
                light_M2 <= 3'b000;
                light_MT <= 3'b000;
                light_S  <= 3'b000;
            end
        endcase
    end
endmodule
==> run.sh <==
#!/bin/bash
# OpenROAD 26Q1-2900-gdf79404cd8, Yosys 0.63+post, stock flow scripts
make -C /OpenROAD-flow-scripts/flow DESIGN_CONFIG=/design/flow/config.mk WORK_HOME=/design/flow/orfs finish
==> config.mk <==
export PLATFORM = sky130hd
export DESIGN_NAME = Traffic_Light_Controller
export DESIGN_NICKNAME = Traffic_Light_Controller
export VERILOG_FILES = /design/flow/design.v
export SDC_FILE = /design/flow/constraint.sdc
export NUM_CORES = 4
export LEC_CHECK = 1
export CORE_AREA = 10 10 75 75
export DIE_AREA = 0 0 85 85
==> constraint.sdc <==
current_design Traffic_Light_Controller

set clk_period 3.5
set clk_io_pct 0.2

create_clock -name clk0 -period $clk_period [get_ports {clk}]

set non_clock_inputs [all_inputs -no_clocks]
set_input_delay [expr $clk_period * $clk_io_pct] -clock clk0 $non_clock_inputs
set_output_delay [expr $clk_period * $clk_io_pct] -clock clk0 [all_outputs]
==> job_summary.md <==
### Yosys + OpenROAD results

| Metric | Value |
|---|---|
| Leak Pwr | 0.000363 uW |
| CTS Buffer Depth | 2 |
| Seq share, synth | 0.399 |
| Initial antenna violation count | 0 |
| Nature of the critical path endpoint | primary output |
| Tool warnings | 26 |
| Core Area | 0.00406 mm2 |
| Diode count | 0 |
| Crit. Startpoint | ps[5]$_DFF_PP0_ |
| Yosys Chip Area | 631 um2 |
| Hold Crit Class | flop to flop |
| Post-CTS Setup Bufs | 0 |
| Cell type with the largest total area | dfrtp_1 |
| Worst Setup Start Kind | flop |
| CP arrival | 1.68 ns |
| Synth Register Bits | 10 |
| Reg-to-reg startpoint | count[1]$_DFFE_PP0P_ |
| Clk pin slew, worst setup/hold paths | 0.05 ns |
| Post-Layout Cell Count | 131 |
| # IOs | 14 |
| Die area | 0.00723 mm2 |
| Die height | 85 um |
| Final Util | 0.202 |
| Mapped Cells | 73 |
| Initial detailed-routing violation count | 56 |
| Area share, top type | 0.357 |
| Status | complete, no violations |
| Share of layout cells above drive strength 1 | 0.136 |
| Logic area | 282 um2 |
| Global-route wire length before repair | 2470 um |
| Sw Share | 0.172 |
| Fin crit share | 0.681 |
| PortBufs | 13 |
| Vias | 548 |
| Grt ovf | 0 |
| Power per cell area | 318 mW/mm2 |
| CTS tree | yes |
| Clock root buffer | clkbuf_8 |
| CP max stage delay | 0.58 ns |
| Max_cap viols | 0 |
| Post-cts resize count | 0 |
| Buf/Inv on CP | 1 |
| Largest vdd supply drop | 0.000104 V |
| Crit path kind | flop to primary output |
| Clock power frac | 0.542 |
| Post-DRT Antenna Nets | 0 |
| Die X-Extent | 85 um |
| Sequential power share | 0.446 |
| Routed WL | 1410 um |
| Slew Limit Fails | 0 |
| H-tree levels | 1 |
| Avg WL per Cell | 10.8 um |
| Top cells, area | dfrtp_1 36%, inv_1 6.0%, nand2_1 4.8% |
| Critical path fanouts, max | 7 |
| Gr usage total | 0.0398 |
| FF+latch area | 251 um2 |
| Crit-path cells | or4_4, clkdlybuf4s50_1 |
| Clk_skew | 0.00134 ns |
| Row count | 23 |
| Final setup violation count | 0 |
| Dpl cells | 127 |
| NetSw | 44.7 uW |
| DP Wirelength | 1110 um |
| Clock sinks | 10 |
| Drc violations | 0 |
| Vias in the first global route | 543 |
| CP top delay family | simple AND/OR/NAND/NOR gates |
| Req. time, crit path | 2.80 ns |
| Final Hold Vio Count | 0 |
| Internal power | 216 uW |
| Minimum clock period | 2.38 ns |
| Slew @ Worst Pin | 0.424 ns |
| F_max | 419 MHz |
| Critical hold path startpoint | count[0]$_DFFE_PP0P_ |
| CTS buffer count | 3 |
| Fillers | 442 |
| Vias per inst | 4.18 |
| Setup TNS Final | 0 ns |
| Comb pwr share | 0.012 |
| CP max-delay cell | or4_4 |
| Syn avg cell area | 8.64 um2 |
| Yosys cell count | 73 |
| Cell Type Count | 29 |
| Fp_density | 0.155 |
| Area growth, synth to finish | 29.8% |
| Hold Buf Count CTS | 0 |
| Latency at later pin | 0.23 ns |
| TritonRoute pass-1 iters | 4 |
| GPL Wtd Cong | 0.816 |
| Yosys Warn Count | 1 |
| Largest net degree at the start of global routing | 11 |
| RSZ-0062 raised after global routing | no |
| Slew headroom | 0.716 |
| Synth Cell Area | 631 um2 |
-- cells by family after synthesis --
kind of cell / synth area share
adder cells (fa/ha/maj): 0.0397
buffers and inverters: 0.155
AND-OR/OR-AND: 0.202
flip-flops: 0.399
AND/OR/NAND/NOR: 0.204
-- routing by layer --
layer	up-vias	track usage	part of all wire
met2	26	0.0572	0.39
li1	266	-	-
met5	-	0	0
met1	251	0.0491	0.46
met3	5	0.0250	0.12
met4	0	0.00898	0.023
-- path summary, 6_finish.rpt --
path / endpoint / slack (ns) / cells past startpoint
min in group asynchronous: ps[2]$_DFF_PP0_ / 0.74 / 2
setup / recovery: light_M2[2] / 1.12 / 2
hold reg to reg: count[0]$_DFFE_PP0P_ / 0.56 / 1
setup reg to reg: count[2]$_DFFE_PP0P_ / 1.84 / 6
hold / removal: count[0]$_DFFE_PP0P_ / 0.56 / 1
max in group asynchronous: ps[0]$_DFF_PP1_ / 2.45 / 2
-- cell type report --
| class | instances | area share |
|---|---|---|
| clock buffer | 4 | 0.0673 |
| inverter | 10 | 0.0459 |
| multi-input combinational | 44 | 0.344 |
| sequential | 10 | 0.307 |
| tap | 50 | 0.0765 |
| timing repair buffer | 13 | 0.159 |
-- power groups by stage --
stage	Clock [uW]	Sequential (uW)	Combinational, uW
4_1_cts	144	116	3.52
5_1_grt	153	116	4.00
6_report	141	116	3.25
-- cells in the mapped netlist --
| cell type | count |
|---|---|
| or4_4 | 1 |
| clkbuf_1 | 5 |
| ha_1 | 2 |
| dfrtp_1 | 9 |
| dlygate4sd3_1 | 2 |
| o32a_1 | 1 |
| nand4_1 | 2 |
| nor2_1 | 7 |
| and2_2 | 1 |
| o2111ai_1 | 1 |
| o31ai_2 | 1 |
| inv_1 | 10 |
| a21oi_1 | 3 |
| a31oi_1 | 1 |
| o32ai_1 | 1 |
| or3_1 | 1 |
| a22o_2 | 1 |
| clkbuf_8 | 1 |
| nor4_1 | 1 |
| o311ai_2 | 1 |
| buf_4 | 1 |
| dfstp_2 | 1 |
| and2b_2 | 1 |
| nand2_1 | 8 |
| a22o_1 | 1 |
| o221ai_1 | 1 |
| nor3_1 | 4 |
| a22oi_1 | 1 |
| o21ai_0 | 3 |
-- worst register-to-register path, cell delays in order (launching register included) --
cell and delay (ns):
dfrtp_1 0.41, inv_1 0.09, ha_1 0.13, and2b_2 0.22
o32ai_1 0.38, nor2_1 0.11, o311ai_2 0.21
-- cell usage in the layout (no fill, tap or decap), types with 2 or more instances in the layout --
| master | n |
|---|---|
| ha_1 | 2 |
| o21ai_0 | 3 |
| clkdlybuf4s50_1 | 13 |
| dfrtp_1 | 9 |
| nand4_1 | 2 |
| nand2_1 | 8 |
| inv_1 | 10 |
| a21oi_1 | 3 |
| nor3_1 | 4 |
| nor2_1 | 7 |
| clkbuf_8 | 4 |
-- metrics by stage --
| stage | area (um2) | hold slack [ns] | setup slack (ns) | power [uW] |
|---|---|---|---|---|
| after floorplan | 631 | 0.515 | 1.86 | 120 |
| after global placement | 763 | 0.544 | 1.38 | 121 |
| after detailed placement | 763 | 0.555 | 1.36 | 121 |
| after CTS | 818 | 0.563 | 1.11 | 264 |
| after global routing | 818 | 0.591 | 1.01 | 273 |
| final | 818 | 0.562 | 1.12 | 260 |
-- state kept, by name, indices dropped and copies added, names as in the netlist --
name and count:
ps 6, count 4
Power and IR drop assume default switching activity.
